$ cat flow/design.v
module bram_ture_dual_port
#(
    parameter C_ADDR_WIDTH  = 8,
    parameter C_DATA_WIDTH  = 8
)(
    input  wire                     clka    ,
    input  wire                     wea     ,
    input  wire [C_ADDR_WIDTH-1:0]  addra   ,
    input  wire [C_DATA_WIDTH-1:0]  dina    ,
    output reg  [C_DATA_WIDTH-1:0]  douta   ,
    input  wire                     clkb    ,
    input  wire                     web     ,
    input  wire [C_ADDR_WIDTH-1:0]  addrb   ,
    input  wire [C_DATA_WIDTH-1:0]  dinb    ,
    output reg  [C_DATA_WIDTH-1:0]  doutb   
);
localparam C_MEM_DEPTH = {C_ADDR_WIDTH{1'b1}};
reg     [C_DATA_WIDTH-1:0]      mem [C_MEM_DEPTH:0];
integer                         i;
initial
begin
    for(i = 0;i <= C_MEM_DEPTH;i = i+1)
        mem[i] = 0;
end 
always @(posedge clka)
begin
    if(wea == 1'b1)
        mem[addra] <= dina; 
    else
        douta <= mem[addra];
end
always @(posedge clkb)
begin
    if(web == 1'b1)
        mem[addrb] <= dinb; 
    else
        doutb <= mem[addrb];
end
endmodule
module histEQ_proc
(
    input  wire                 clk                 ,
    input  wire                 rst_n               ,
    input  wire     [ 7:0]      pixel_level         ,
    input  wire     [19:0]      pixel_level_acc_num ,
    input  wire                 pixel_level_valid   ,
    output reg                  histEQ_start_flag   ,
    input  wire                 per_img_vsync       ,
    input  wire                 per_img_href        ,
    input  wire     [ 7:0]      per_img_gray        ,
    output wire                 post_img_vsync      ,
    output wire                 post_img_href       ,
    output wire     [ 7:0]      post_img_gray       
);
wire                            bram_a_wenb;
wire            [ 7:0]          bram_a_addr;
wire            [19:0]          bram_a_wdata;
wire            [ 7:0]          bram_b_addr;
wire            [19:0]          bram_b_rdata;
assign bram_a_wenb  = pixel_level_valid;
assign bram_a_addr  = pixel_level;
assign bram_a_wdata = pixel_level_acc_num;
assign bram_b_addr  = per_img_gray;
bram_ture_dual_port
#(
    .C_ADDR_WIDTH   (8 ),
    .C_DATA_WIDTH   (20)
)
u_bram_ture_dual_port
(
    .clka   (clk            ),
    .wea    (bram_a_wenb    ),
    .addra  (bram_a_addr    ),
    .dina   (bram_a_wdata   ),
    .douta  (               ),
    .clkb   (clk            ),
    .web    (1'b0           ),
    .addrb  (bram_b_addr    ),
    .dinb   (20'b0          ),
    .doutb  (bram_b_rdata   )
);
always @(posedge clk or negedge rst_n)
begin
    if(!rst_n)
        histEQ_start_flag <= 1'b0;
    else
    begin
        if((pixel_level_valid == 1'b1)&&(pixel_level == 8'd255))
            histEQ_start_flag <= 1'b1;
        else
            histEQ_start_flag <= 1'b0;
    end
end
reg             [34:0]          mult_result;
always @(posedge clk)
begin
    mult_result <= bram_b_rdata * 18'd136957;
end
reg             [7:0]           pixel_data;
always @(posedge clk)
begin
    pixel_data <= mult_result[34:27] + mult_result[26];
end
reg             [2:0]           per_img_vsync_r;
reg             [2:0]           per_img_href_r;
always @(posedge clk or negedge rst_n)
begin
    if(!rst_n)
    begin
        per_img_vsync_r <= 3'b0;
        per_img_href_r  <= 3'b0;
    end
    else
    begin
        per_img_vsync_r <= {per_img_vsync_r[1:0],per_img_vsync};
        per_img_href_r  <= {per_img_href_r[1:0],per_img_href};
    end
end
assign post_img_vsync = per_img_vsync_r[2];
assign post_img_href  = per_img_href_r[2];
assign post_img_gray  = pixel_data;
endmodule
$ cat flow/run.sh
#!/bin/bash
# OpenROAD 26Q1-2900-gdf79404cd8, Yosys 0.63+post, stock flow scripts
make -C /OpenROAD-flow-scripts/flow DESIGN_CONFIG=/design/flow/config.mk WORK_HOME=/design/flow/orfs finish
$ cat flow/config.mk
export PLATFORM = sky130hd
export DESIGN_NAME = histEQ_proc
export DESIGN_NICKNAME = histEQ_proc
export VERILOG_FILES = /design/flow/design.v
export SDC_FILE = /design/flow/constraint.sdc
export NUM_CORES = 4
export LEC_CHECK = 1
export CORE_UTILIZATION = 30
export SYNTH_MEMORY_MAX_BITS = 65536
$ cat flow/constraint.sdc
current_design histEQ_proc

set clk_period 10.8
set clk_io_pct 0.2

create_clock -name clk0 -period $clk_period [get_ports {clk}]

set non_clock_inputs [all_inputs -no_clocks]
set_input_delay [expr $clk_period * $clk_io_pct] -clock clk0 $non_clock_inputs
set_output_delay [expr $clk_period * $clk_io_pct] -clock clk0 [all_outputs]
==> GITHUB_STEP_SUMMARY <==
## Implementation flow summary

| Metric | Value |
|---|---|
| Skew final | `0.0767 ns` |
| Post-cts resize count | `0` |
| Initial DRC Count | `5621` |
| Chip area line of the yosys report | `202000 um^2` |
| Via count | `92100` |
| FP Rows | `301` |
| Htree depth | `6` |
| Critical path buffers and inverters | `4` |
| Ys cells | `8504` |
| Top cell excl fill/tap | `edfxtp_1` |
| Biggest area cells | `edfxtp_1 76%, mux4_2 18%, fa_1 1.5%` |
| Worst hold path type | `flop to flop` |
| Tot Pwr | `49.4 mW` |
| Worst-Margin Slew | `1.54 ns` |
| Post-synth EDFFs | `5120` |
| Initial antenna violation count | `31` |
| Final setup viols | `0` |
| Final max-slew violation count | `2` |
| Worst Path Arrival | `7.38 ns` |
| Flops after synth | `5164` |
| Pre-Repair DR Iteration Count | `5` |
| CTS tree | `built` |
| Synth Cell Area | `202000 um^2` |
| Critical setup path kind | `flop to flop` |
| Routed len/inst | `29.0 um` |
| Pwr per Cell Area | `212 nW/um^2` |
| GRT Residual Overflow | `0` |
| HPWL after detailed placement | `315000 um` |
| RePlAce Congestion | `0.868` |
| Most numerous logic cells after layout | `5120 x edfxtp_1, 1576 x mux4_2, 537 x clkbuf_16` |
| # Post-CTS Setup Buffers | `0` |
| Crit path required time | `11.69 ns` |
| Chip Width | `823 um` |
| OpenROAD warnings | `39` |
| Worst-path clk slew | `0.06 ns` |
| Fill count | `60100` |
| Final-report hold violation count | `0` |
| Dominant cell type by area after synthesis | `edfxtp_1` |
| RSZ-0062 raised after global routing | `no` |
| Cts bufs inserted | `527` |
| Hold_buf cts | `0` |
| Synth cell types | `48` |
| Commonest flop | `edfxtp_1` |
| Pleak | `72.2 nW` |
| Fin Setup TNS | `0 ns` |
| Fmax | `154 MHz` |
| Total wire length | `538000 um` |
| Crit share post-route | `0.601` |
| Period minus WS final | `6.49 ns` |
| CP Capture Type | `flop` |
| Final ANT Viol Nets | `0` |
| Worst Reg-to-Reg Cells | `18` |
| Number of global-route vias before repair | `105000` |
| Drt drc | `0` |
| CORE AREA | `671000 um^2` |
| Pre-Place Util | `0.301` |
| Post-DR vias/cell | `4.98` |
| Pin count of the biggest net entering global routing | `109` |
| Top area contributor share | `0.761` |
| Clock sinks | `5164` |
| Worst Path Max Fanout | `7` |
| Critical path depth | `18` |
| Synth Seq Share | `0.765` |
| Worst-skew pair later-pin latency | `1.08 ns` |
| Port bufs | `51` |
| # Max-Cap Violations | `1` |
| Clock root buffer | `clkbuf_16` |
| Hold path depth | `0` |
| Die Ht | `823 um` |
| Peak VDD IR | `0.000674 V` |
| Asr flop ratio synth | `0.00136` |
| Failing checks | `max-capacitance violations, max-slew violations` |
| Slew margin rel. | `-0.0299` |
| CP peak stage delay | `0.82 ns` |
| CP most frequent cell | `fa_1` |
| Fraction of layout cells with a size suffix above 1 | `0.325` |
| Area Overhead vs Synth | `15.4%` |
| Synthesis warning total | `2` |
| Syn Area/Cell | `23.8 um^2` |
| Cells after synthesis | `8504` |
| Status | `finished, violations left` |
| Overall global routing resource usage | `0.170` |
| Die Area | `677000 um^2` |
| Deepest clock path buffer count | `4` |
| Worst Setup Start Kind | `flop` |
| Crit path cell chain | `inv_1, fa_1, fa_1, fa_1, inv_1, fa_1, fa_1, inv_1, fa_1, inv_1, ha_1, nand4_1, or2_2, a2111oi_0, o22ai_1, a311oi_1, a21oi_1, xnor2_1` |
| First-pass GRT wire length | `759000 um` |
| Slowest-stage cell, CP | `dfxtp_1` |
| IO Count | `52` |
| Delay-heaviest family, CP | `adder cells` |
## power by group
group	switching, mW	internal (mW)
logic	5.67	4.12
registers	0.0752	22.2
clock network	7.55	9.80
total	13.3	36.1
## flip-flops by register name, summed over array words and instances, names as in the netlist
signal	cells
mult_result	9
pixel_data	8
per_img_vsync_r	3
per_img_href_r	3
u_bram_ture_dual_port.doutb	20
u_bram_ture_dual_port.mem	5120
histEQ_start_flag	1
## layout make-up
class / instances / area, um^2 / area share
antenna: 10 / 25.0 / 0.000107
clock buffer: 664 / 14000 / 0.0599
clock inverter: 271 / 2400 / 0.0103
inverter: 275 / 1030 / 0.00443
multi-input combinational: 2628 / 45200 / 0.194
sequential: 5164 / 155000 / 0.663
tap: 8938 / 11200 / 0.0480
timing repair buffer: 569 / 4710 / 0.0202
## kinds of logic (layout without fill, tap and decap cells)
family                   count (synthesis)  count (layout)  share of synthesized area
buffers and inverters                  712            1779                     0.0149
multiplexers                          1593            1593                      0.176
flip-flops                            5164            5164                      0.765
XOR/XNOR                                24              24                    0.00104
AND/OR/NAND/NOR                        456             456                    0.00978
other                                    0              10                          0
AND-OR/OR-AND                          249             249                    0.00805
adder cells (fa/ha/maj)                306             306                     0.0245
## cell usage after synthesis, types with 23 or more instances
cell and instances:
nor4_1 23, nand2_1 53, buf_1 48, mux4_2 1576, fa_1 149, a21oi_1 38
nor3_1 24, ha_1 157, dfxtp_1 37, o22ai_1 138, a22oi_1 25, inv_1 275
nor2_1 279, edfxtp_1 5120, buf_2 149, nand3_1 27, clkbuf_1 208
## final timing paths
kind	start	endpoint	slack, ns
max	u_bram_ture_dual_port.doutb[11]$_DFF_P_	mult_result[32]$_DFF_P_	4.31
min	per_img_vsync_r[0]$_DFF_PN0_	per_img_vsync_r[1]$_DFF_PN0_	0.35
max reg2reg	u_bram_ture_dual_port.doutb[11]$_DFF_P_	mult_result[32]$_DFF_P_	4.31
min reg2reg	per_img_vsync_r[0]$_DFF_PN0_	per_img_vsync_r[1]$_DFF_PN0_	0.35
max in group asynchronous	rst_n	per_img_vsync_r[2]$_DFF_PN0_	9.18
min in group asynchronous	rst_n	per_img_href_r[2]$_DFF_PN0_	1.40
## per-layer routing
layer | GRT usage | part of all wire | vias to the layer above
li1 | - | - | 37500
met2 | 0.259 | 0.48 | 7138
met4 | 0.0582 | 0.046 | 44
met5 | 0.00840 | 0.0017 | -
met1 | 0.147 | 0.27 | 46400
met3 | 0.168 | 0.21 | 1056
## stage by stage
stage	util	setup slack [ns]	cell area, um^2	hold WS, ns	cells
2_1_floorplan	-	5.26	202000	0.331	8504
3_3_place_gp	0.323	3.37	217000	0.335	17600
3_5_place_dp	0.323	3.96	217000	0.335	17600
4_1_cts	0.347	4.26	233000	0.347	18500
5_1_grt	0.347	3.88	233000	0.360	18500
6_report	0.347	4.31	233000	0.345	18500
No activity file was given, so power comes from the tool's default toggle rates.
