==> flow/constraint.sdc <==
current_design hist_stat

set clk_period 83.9
set clk_io_pct 0.2

create_clock -name clk0 -period $clk_period [get_ports {clk}]

set non_clock_inputs [all_inputs -no_clocks]
set_input_delay [expr $clk_period * $clk_io_pct] -clock clk0 $non_clock_inputs
set_output_delay [expr $clk_period * $clk_io_pct] -clock clk0 [all_outputs]
==> flow/run.sh <==
#!/bin/bash
# OpenROAD 26Q1-2900-gdf79404cd8, Yosys 0.63+post, stock flow scripts
make -C /OpenROAD-flow-scripts/flow DESIGN_CONFIG=/design/flow/config.mk WORK_HOME=/design/flow/orfs finish
==> flow/design.v <==
module bram_ture_dual_port
#(
    parameter C_ADDR_WIDTH  = 8,
    parameter C_DATA_WIDTH  = 8
)(
    input  wire                     clka    ,
    input  wire                     wea     ,
    input  wire [C_ADDR_WIDTH-1:0]  addra   ,
    input  wire [C_DATA_WIDTH-1:0]  dina    ,
    output reg  [C_DATA_WIDTH-1:0]  douta   ,
    input  wire                     clkb    ,
    input  wire                     web     ,
    input  wire [C_ADDR_WIDTH-1:0]  addrb   ,
    input  wire [C_DATA_WIDTH-1:0]  dinb    ,
    output reg  [C_DATA_WIDTH-1:0]  doutb   
);
localparam C_MEM_DEPTH = {C_ADDR_WIDTH{1'b1}};
reg     [C_DATA_WIDTH-1:0]      mem [C_MEM_DEPTH:0];
integer                         i;
initial
begin
    for(i = 0;i <= C_MEM_DEPTH;i = i+1)
        mem[i] = 0;
end 
always @(posedge clka)
begin
    if(wea == 1'b1)
        mem[addra] <= dina; 
    else
        douta <= mem[addra];
end
always @(posedge clkb)
begin
    if(web == 1'b1)
        mem[addrb] <= dinb; 
    else
        doutb <= mem[addrb];
end
endmodule
module hist_stat
(
    input  wire                 clk                 ,
    input  wire                 rst_n               ,
    input  wire                 img_vsync           ,
    input  wire                 img_href            ,
    input  wire     [ 7:0]      img_gray            ,
    output reg      [ 7:0]      pixel_level         ,
    output reg      [19:0]      pixel_level_acc_num ,
    output reg                  pixel_level_valid   
);
wire                            bram_a_wenb;
wire            [ 7:0]          bram_a_addr;
wire            [19:0]          bram_a_rdata;
wire                            bram_b_wenb;
wire            [ 7:0]          bram_b_addr;
wire            [19:0]          bram_b_wdata;
wire            [19:0]          bram_b_rdata;
reg             [7:0]           pixel_data;
always @(posedge clk)
begin
    pixel_data <= img_gray;
end
reg                             pixel_data_valid;
always @(posedge clk or negedge rst_n)
begin
    if(!rst_n)
        pixel_data_valid <= 1'b0;
    else
        pixel_data_valid <= img_href;
end
reg                             img_vsync_dly;
always @(posedge clk or negedge rst_n)
begin
    if(!rst_n)
        img_vsync_dly <= 1'b0;
    else
        img_vsync_dly <= img_vsync;
end
wire                            pixel_data_eop;
assign pixel_data_eop = img_vsync_dly & ~img_vsync;
reg             [7:0]           pixel_data_tmp;
always @(posedge clk)
begin
    pixel_data_tmp <= pixel_data;
end
reg                             pixel_data_valid_tmp1;
always @(posedge clk or negedge rst_n)
begin
    if(!rst_n)
        pixel_data_valid_tmp1 <= 1'b0;
    else
    begin
        if(pixel_data_valid == 1'b1)
        begin
            if(pixel_data_valid_tmp1 == 1'b0)
                pixel_data_valid_tmp1 <= 1'b1;
            else
            begin
                if(pixel_data_tmp == pixel_data)
                    pixel_data_valid_tmp1 <= 1'b0;
                else
                    pixel_data_valid_tmp1 <= 1'b1;
            end
        end
        else
            pixel_data_valid_tmp1 <= 1'b0;
    end
end
reg             [1:0]           pixel_data_cnt_tmp;
always @(posedge clk or negedge rst_n)
begin
    if(!rst_n)
        pixel_data_cnt_tmp <= 2'd1;
    else
    begin
        if((pixel_data_valid == 1'b1)&&(pixel_data_valid_tmp1 == 1'b1)&&(pixel_data_tmp == pixel_data))
            pixel_data_cnt_tmp <= 2'd2;
        else
            pixel_data_cnt_tmp <= 2'd1;
    end
end
reg                             pixel_data_eop_tmp;
always @(posedge clk or negedge rst_n)
begin
    if(!rst_n)
        pixel_data_eop_tmp <= 1'b0;
    else
        pixel_data_eop_tmp <= pixel_data_eop;
end
reg             [7:0]           pixel_data_c1;
always @(posedge clk)
begin
    pixel_data_c1 <= pixel_data;
end
reg                             pixel_data_eop_c1;
reg                             pixel_data_valid_tmp_c1;
always @(posedge clk or negedge rst_n)
begin
    if(!rst_n)
    begin
        pixel_data_eop_c1       <= 1'b0;
        pixel_data_valid_tmp_c1 <= 1'b0;
    end
    else
    begin
        pixel_data_eop_c1       <= pixel_data_eop_tmp;
        pixel_data_valid_tmp_c1 <= pixel_data_valid_tmp1;
    end
end
reg             [7:0]           pixel_data_c2;
always @(posedge clk)
begin
    pixel_data_c2 <= pixel_data_c1;
end
reg                             pixel_data_eop_tmp1_c2;
reg                             pixel_data_eop_tmp2_c2;
reg                             pixel_data_eop_c2;
always @(posedge clk or negedge rst_n)
begin
    if(!rst_n)
    begin
        pixel_data_eop_tmp1_c2 <= 1'b0;
        pixel_data_eop_tmp2_c2 <= 1'b0;
        pixel_data_eop_c2      <= 1'b0;
    end
    else
    begin
        pixel_data_eop_tmp1_c2 <= pixel_data_eop_c1;
        pixel_data_eop_tmp2_c2 <= pixel_data_eop_tmp1_c2;
        pixel_data_eop_c2      <= pixel_data_eop_tmp2_c2;
    end
end
reg                             bram_rw_ctrl_flag_c3;
reg             [8:0]           bram_rw_ctrl_cnt;
always @(posedge clk or negedge rst_n)
begin
    if(!rst_n)
        bram_rw_ctrl_flag_c3 <= 1'b0;
    else
    begin
        if(pixel_data_eop_c2 == 1'b1)
            bram_rw_ctrl_flag_c3 <= 1'b1;
        else if(bram_rw_ctrl_cnt == 9'h100)
            bram_rw_ctrl_flag_c3 <= 1'b0;
        else
            bram_rw_ctrl_flag_c3 <= bram_rw_ctrl_flag_c3;
    end
end
reg             [8:0]           bram_rw_ctrl_cnt_dly;
always @(posedge clk)
begin
    bram_rw_ctrl_cnt_dly <= bram_rw_ctrl_cnt;
end
always @(*)
begin
    if(bram_rw_ctrl_flag_c3 == 1'b1)
        bram_rw_ctrl_cnt <= bram_rw_ctrl_cnt_dly + 1'b1;
    else
        bram_rw_ctrl_cnt <= 9'b0;
end
wire            [7:0]           bram_addr_c3;
assign bram_addr_c3 = bram_rw_ctrl_cnt - 1'b1;
reg                             bram_rw_ctrl_flag_c4;
always @(posedge clk or negedge rst_n)
begin
    if(!rst_n)
        bram_rw_ctrl_flag_c4 <= 1'b0;
    else
        bram_rw_ctrl_flag_c4 <= bram_rw_ctrl_flag_c3;
end
reg             [7:0]           bram_addr_c4;
always @(posedge clk)
begin
    bram_addr_c4 <= bram_addr_c3;
end
reg             [7:0]           pixel_level_c5;
always @(posedge clk)
begin
    pixel_level_c5 <= bram_addr_c4;
end
reg             [19:0]          pixel_level_num_c5;
always @(posedge clk)
begin
    if(bram_rw_ctrl_flag_c4 == 1'b1)
        pixel_level_num_c5 <= bram_b_rdata;
    else
        pixel_level_num_c5 <= 20'b0;
end
reg                             pixel_level_valid_c5;
always @(posedge clk or negedge rst_n)
begin
    if(!rst_n)
        pixel_level_valid_c5 <= 1'b0;
    else
        pixel_level_valid_c5 <= bram_rw_ctrl_flag_c4;
end
reg             [7:0]           pixel_level_c6;
always @(posedge clk)
begin
    pixel_level_c6 <= pixel_level_c5;
end
reg             [19:0]          pixel_level_acc_num_c6;
always @(posedge clk)
begin
    if(pixel_level_valid_c5 == 1'b1)
    begin
        if(pixel_level_c5 == 8'b0)
            pixel_level_acc_num_c6 <= pixel_level_num_c5;
        else
            pixel_level_acc_num_c6 <= pixel_level_acc_num_c6 + pixel_level_num_c5;
    end
    else
        pixel_level_acc_num_c6 <= pixel_level_acc_num_c6;
end
reg                             pixel_level_valid_c6;
always @(posedge clk or negedge rst_n)
begin
    if(!rst_n)
        pixel_level_valid_c6 <= 1'b0;
    else
        pixel_level_valid_c6 <= pixel_level_valid_c5;
end
always @(posedge clk)
begin
    pixel_level         <= pixel_level_c6;
    pixel_level_acc_num <= pixel_level_acc_num_c6;
end
always @(posedge clk or negedge rst_n)
begin
    if(!rst_n)
        pixel_level_valid <= 1'b0;
    else
        pixel_level_valid <= pixel_level_valid_c6;
end
assign bram_a_wenb  = bram_rw_ctrl_flag_c4;
assign bram_a_addr  = (bram_rw_ctrl_flag_c4 == 1'b1) ? bram_addr_c4 : pixel_data_tmp;
assign bram_b_wenb  = pixel_data_valid_tmp_c1;
assign bram_b_addr  = (bram_rw_ctrl_flag_c3 == 1'b1) ? bram_addr_c3 : pixel_data_c2;
assign bram_b_wdata = bram_a_rdata + pixel_data_cnt_tmp;
bram_ture_dual_port
#(
    .C_ADDR_WIDTH   (8 ),
    .C_DATA_WIDTH   (20)
)
u_bram_ture_dual_port
(
    .clka   (clk            ),
    .wea    (bram_a_wenb    ),
    .addra  (bram_a_addr    ),
    .dina   (20'b0          ),
    .douta  (bram_a_rdata   ),
    .clkb   (clk            ),
    .web    (bram_b_wenb    ),
    .addrb  (bram_b_addr    ),
    .dinb   (bram_b_wdata   ),
    .doutb  (bram_b_rdata   )
);
endmodule
==> flow/config.mk <==
export PLATFORM = sky130hd
export DESIGN_NAME = hist_stat
export DESIGN_NICKNAME = hist_stat
export VERILOG_FILES = /design/flow/design.v
export SDC_FILE = /design/flow/constraint.sdc
export NUM_CORES = 4
export LEC_CHECK = 1
export CORE_UTILIZATION = 50
export SYNTH_MEMORY_MAX_BITS = 65536
==> impl_metrics.json <==
{
  "drc": 0,
  "ctsHtreeMaxLevel": 6,
  "fin_area_sq_mm": 0.2894,
  "grt_pass1_wl_microns": 1624000,
  "cts.clk_slew.worst_paths_ns": 0.06,
  "synthCells": 25726,
  "overflow": 0,
  "power_mw": 11.19,
  "synth-edff-count": 60,
  "clk_path_buf_depth": 4,
  "max_slew_margin_pct": -0.6835,
  "synth_top_flop_cell": "dfxtp_1",
  "ys_warn_count": 2,
  "critPathSlowestCell": "clkdlybuf4s50_1",
  "ir_drop_uv": 47.12,
  "cts_sinks": 5301,
  "fin_setup_tns_ns": 0,
  "critical_path_class": "flip-flop to output port",
  "path_buffers": 1,
  "finalMaxSlewViolations": 1,
  "drtIter0Drc": 20640,
  "lay_top_count": "nor2_1",
  "cts.repair.resized": 0,
  "ys_cells": 25726,
  "vias_per_cell": 6.894,
  "crit_fanout": 1,
  "max_freq_mhz": 53.47,
  "cts_hold_buf": 0,
  "cp.arrival_ns": 1.92,
  "place_area_sq_mm": 0.2693,
  "cts_tree": "done",
  "antenna_found_initial": 134,
  "synth_area_per_cell_sq_um": 10.11,
  "io_buffers": 40,
  "ys_area_sq_mm": 0.2601,
  "rsz0062_at_grt": "false",
  "numSynthFlops": 5301,
  "drtAntennaViolNets": 0,
  "coreArea_sq_mm": 0.5176,
  "cpPeakStageDelay_ns": 0.48,
  "tightest_slew_ns": 1.494,
  "status": "finished with violations",
  "synthTopCellsByArea": "dfxtp_1, mux4_2, a211oi_1, nor2_1, clkbuf_1",
  "synth-async-reset-ratio_pct": 0.3018,
  "hpwl_microns": 739800,
  "cp-end-kind": "output port",
  "place.gp.congestion": 1.108,
  "clock_latency_ns": 1.14,
  "area_growth_pct": 11.28,
  "p_leak_nw": 91.52,
  "setup_violations": 0,
  "netlist.area_leader.share_pct": 40.22,
  "min_path_type": "flip-flop to flip-flop",
  "dpl_worst_slack_ns": 66.10,
  "netlist_area_sq_mm": 0.2601,
  "die_h_microns": 723.2,
  "top_area_cell": "dfxtp_1",
  "postSynthSeqShare_pct": 41.06,
  "finalHoldViolCount": 0,
  "start_kind": "flip-flop",
  "maxCapViolCount": 1,
  "grt_use_total_pct": 46.73,
  "powerDensity_mw_per_mm2": 38.66,
  "crit_chain": "clkdlybuf4s50_1",
  "layout_top_cells": "nor2_1, dfxtp_1, a211oi_1, mux4_2, nand2_1",
  "rows": 264,
  "final_util_pct": 55.92,
  "finalCriticalPeriod_ns": 18.70,
  "cts_setup_buffers": 0,
  "die_w_microns": 723.2,
  "first_pass_iters": 7,
  "grt_pass1_vias": 211712,
  "cts-root-buf": "clkbuf_16",
  "grt_max_degree": 113,
  "initial_core_util_pct": 50.25,
  "chipArea_sq_mm": 0.5231,
  "critical-path-top-delay-family": "buffers and inverters",
  "violations": "capacitance limit, slew limit",
  "synth.distinct_cells": 88,
  "crit_required_ns": 67.12,
  "finClkSkew_ns": 0.04961,
  "drive_above_1_share_pct": 21.66,
  "fin_crit_sh_pct": 22.29,
  "warning_count": 38,
  "wl_per_cell_microns": 36.06,
  "vias": 221525,
  "setup_ws_ns": 65.20,
  "pin_count": 41,
  "wl_microns": 1159000,
  "cts_buffers": 589
}
path summary, 6_finish.rpt:
kind / from / to / slack, ns / cells past startpoint
setup / recovery: pixel_level_acc_num[2] / pixel_level_acc_num[2] / 65.20 / 1
hold / removal: pixel_level_c6[2] / pixel_level[2] / 0.33 / 0
setup reg to reg: bram_rw_ctrl_flag_c4 / u_bram_ture_dual_port.douta[3] / 75.34 / 17
hold reg to reg: pixel_level_c6[2] / pixel_level[2] / 0.33 / 0
max in group asynchronous: rst_n / bram_rw_ctrl_flag_c4 / 67.34 / 1
min in group asynchronous: rst_n / pixel_level_valid_c5 / 16.07 / 1
metrics by stage:
step	cells	hold WS, ns
after CTS	31869	0.3286
after detailed placement	30815	0.3128
final	32132	0.3268
after global routing	32060	0.3392
after global placement	30815	0.3271
after floorplan	25726	0.3096
cells by family after synthesis:
family | Yosys count | share of synthesized area, %
buf+inv | 3224 | 5.205
mux | 3098 | 24.25
xor+xnor | 53 | 0.1814
simple gates | 7878 | 11.99
fa+ha+maj | 25 | 0.1260
flops | 5301 | 41.06
compound gates | 6147 | 17.18
worst reg2reg max path, delay by kind of cell, from the launching register on:
family                 cells  cell delay, ns
buffers and inverters     10            5.12
AND/OR/NAND/NOR            3            1.41
AND-OR/OR-AND              3            0.77
multiplexers               1            0.64
flip-flops                 1            0.34
power by group:
| group | total, mW | switching [mW] | internal [mW] |
|---|---|---|---|
| Clock | 2.65 | 1.12 | 1.53 |
| Sequential | 3.58 | 0.426 | 3.16 |
| Combinational | 4.96 | 3.24 | 1.72 |
layer usage:
metal	GRT usage (%)	wire [microns]	vias to the layer above
li1	-	-	94491
met1	55.76	381100	108296
met2	58.29	453800	14838
met3	33.83	211700	3730
met4	31.95	104900	170
met5	13.47	7253	-
state kept, by name, indices dropped and copies added, names as in the netlist, 2 cells and up:
signal,flops
bram_addr_c4,8
bram_rw_ctrl_cnt_dly,9
pixel_data,8
pixel_data_c2,8
pixel_data_cnt_tmp,2
pixel_data_tmp,8
pixel_level,8
pixel_level_acc_num,20
pixel_level_acc_num_c6,20
pixel_level_c5,8
pixel_level_c6,8
pixel_level_num_c5,20
u_bram_ture_dual_port.douta,20
u_bram_ture_dual_port.doutb,20
u_bram_ture_dual_port.mem,5120
cells in the mapped netlist (5+ instances only):
cell,number
inv_1,16
nor2_2,5
o21a_1,5
o2111ai_1,13
o22ai_1,27
xor2_1,25
buf_2,933
a31oi_1,52
nor2_1,5646
and3_1,89
a21oi_1,523
nand2_1,1331
dfxtp_1,5225
a311oi_1,27
and2_1,28
a32oi_1,7
or3_1,17
mux4_2,2560
o211ai_1,12
buf_4,66
nand3_2,7
nand2_2,5
mux2i_1,513
nor4_1,34
a211oi_1,4615
buf_1,401
edfxtp_1,60
o41ai_1,36
or4_1,14
nor2b_1,12
o31ai_1,10
nand4_1,69
nand2b_1,8
ha_1,23
dfrtp_1,15
xnor2_1,27
clkbuf_1,1800
a21o_1,5
nand3_1,558
o21ai_0,113
a22oi_1,653
nor3_1,34
nand4b_1,7
mux2_2,23
cell type report:
class                           count  area [sq um]
Clock buffer                      898         17630
Tap cell                         6916          8653
Antenna cell                      263         658.1
Multi-Input combinational cell  17201        142800
Sequential cell                  5301        106800
Inverter                           21         78.83
Clock inverter                    156          1863
Fill cell                       43472        228200
Timing Repair Buffer             1376         10920
Power is estimated from default activity; no workload was simulated.
